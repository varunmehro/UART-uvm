==> design/flow/design.v <==
module uart_rtl #(
    parameter CLK_FREQ = 100000000,
    parameter BAUD_RATE = 9600
) (
    input  wire       clk,
    input  wire       rst_n,
    input  wire [15:0] baud_div,  
    input  wire [1:0]  parity_cfg,  
    input  wire [7:0] tx_data,
    input  wire       tx_en,
    input  wire       loopback_en, 
    output reg        tx_busy,
    output reg        tx,
    output reg [7:0]  rx_data,
    output reg        rx_dv,
    output reg        rx_err,       
    input  wire       rx
);
    localparam DEFAULT_DIV_16 = (CLK_FREQ / BAUD_RATE) / 16;
    wire [15:0] current_div_16 = (baud_div > 0) ? baud_div : DEFAULT_DIV_16;
    reg rx_sync_1, rx_sync_2;
    wire rx_in_mux;
    assign rx_in_mux = (loopback_en) ? tx : rx_sync_2;
    always @(posedge clk or negedge rst_n) begin
        if (!rst_n) begin
            rx_sync_1 <= 1'b1;
            rx_sync_2 <= 1'b1;
        end else begin
            rx_sync_1 <= rx;
            rx_sync_2 <= rx_sync_1;
        end
    end
    reg [15:0] baud_cnt;
    wire       tick_16x;
    always @(posedge clk or negedge rst_n) begin
        if (!rst_n) begin
            baud_cnt <= 0;
        end else begin
            if (baud_cnt >= current_div_16 - 1)
                baud_cnt <= 0;
            else
                baud_cnt <= baud_cnt + 1;
        end
    end
    assign tick_16x = (baud_cnt == 0);
    typedef enum logic [2:0] { TX_IDLE, TX_START, TX_DATA, TX_PARITY, TX_STOP } tx_state_t;
    tx_state_t tx_state;
    reg [3:0]  tx_tick_cnt; 
    reg [2:0]  tx_bit_cnt;
    reg [7:0]  tx_shift_reg;
    reg        tx_parity_bit;
    always @(posedge clk or negedge rst_n) begin
        if (!rst_n) begin
            tx_state <= TX_IDLE;
            tx <= 1'b1;
            tx_busy <= 1'b0;
            tx_tick_cnt <= 0;
            tx_bit_cnt <= 0;
            tx_shift_reg <= 0;
        end else begin
            case (tx_state)
                TX_IDLE: begin
                    if (tx_en) begin
                        tx_state <= TX_START;
                        tx_busy <= 1'b1;
                        tx_shift_reg <= tx_data;
                        tx <= 1'b0;  
                        tx_tick_cnt <= 0;
                        case (parity_cfg)
                            2'd1: tx_parity_bit <= ~(^tx_data);  
                            2'd2: tx_parity_bit <= ^tx_data;     
                            default: tx_parity_bit <= 0;
                        endcase
                    end else begin
                        tx <= 1'b1;
                        tx_busy <= 1'b0;
                    end
                end
                TX_START: begin
                    if (tick_16x) begin
                        if (tx_tick_cnt == 15) begin
                            tx_tick_cnt <= 0;
                            tx_state <= TX_DATA;
                            tx_bit_cnt <= 0;
                            tx <= tx_shift_reg[0];
                            tx_shift_reg <= {1'b0, tx_shift_reg[7:1]};
                        end else begin
                            tx_tick_cnt <= tx_tick_cnt + 1;
                        end
                    end
                end
                TX_DATA: begin
                    if (tick_16x) begin
                        if (tx_tick_cnt == 15) begin
                            tx_tick_cnt <= 0;
                            if (tx_bit_cnt < 7) begin
                                tx_bit_cnt <= tx_bit_cnt + 1;
                                tx <= tx_shift_reg[0];
                                tx_shift_reg <= {1'b0, tx_shift_reg[7:1]};
                            end else begin
                                if (parity_cfg != 0) begin
                                    tx_state <= TX_PARITY;
                                    tx <= tx_parity_bit;
                                end else begin
                                    tx_state <= TX_STOP;
                                    tx <= 1'b1;
                                end
                            end
                        end else begin
                            tx_tick_cnt <= tx_tick_cnt + 1;
                        end
                    end
                end
                TX_PARITY: begin
                    if (tick_16x) begin
                        if (tx_tick_cnt == 15) begin
                            tx_tick_cnt <= 0;
                            tx_state <= TX_STOP;
                            tx <= 1'b1;
                        end else begin
                            tx_tick_cnt <= tx_tick_cnt + 1;
                        end
                    end
                end
                TX_STOP: begin
                    if (tick_16x) begin
                        if (tx_tick_cnt == 15) begin
                            tx_tick_cnt <= 0;
                            tx_state <= TX_IDLE;
                            tx_busy <= 0;
                        end else begin
                            tx_tick_cnt <= tx_tick_cnt + 1;
                        end
                    end
                end
            endcase
        end
    end
    typedef enum logic [2:0] { RX_IDLE, RX_START, RX_DATA, RX_PARITY, RX_STOP } rx_state_t;
    rx_state_t rx_state;
    reg [3:0]  rx_tick_cnt; 
    reg [2:0]  rx_bit_cnt;
    reg [7:0]  rx_shift_reg;
    always @(posedge clk or negedge rst_n) begin
        if (!rst_n) begin
            rx_state <= RX_IDLE;
            rx_dv <= 0;
            rx_data <= 0;
            rx_err <= 0;
            rx_tick_cnt <= 0;
            rx_bit_cnt <= 0;
            rx_shift_reg <= 0;
        end else begin
            rx_dv <= 0; 
            if (tick_16x) begin
                case (rx_state)
                    RX_IDLE: begin
                        if (rx_in_mux == 1'b0) begin 
                            rx_state <= RX_START;
                            rx_tick_cnt <= 0;
                        end
                    end
                    RX_START: begin
                        if (rx_tick_cnt == 7) begin
                            if (rx_in_mux == 1'b0) rx_tick_cnt <= rx_tick_cnt + 1;
                            else rx_state <= RX_IDLE;
                        end else if (rx_tick_cnt == 15) begin
                            rx_state <= RX_DATA;
                            rx_tick_cnt <= 0;
                            rx_bit_cnt <= 0;
                        end else begin
                            rx_tick_cnt <= rx_tick_cnt + 1;
                        end
                    end
                    RX_DATA: begin
                        if (rx_tick_cnt == 7) begin
                             rx_shift_reg[rx_bit_cnt] <= rx_in_mux;
                             rx_tick_cnt <= rx_tick_cnt + 1;
                        end else if (rx_tick_cnt == 15) begin
                             rx_tick_cnt <= 0;
                             if (rx_bit_cnt < 7) begin
                                 rx_bit_cnt <= rx_bit_cnt + 1;
                             end else begin
                                 if (parity_cfg != 0) rx_state <= RX_PARITY;
                                 else rx_state <= RX_STOP;
                             end
                        end else begin
                             rx_tick_cnt <= rx_tick_cnt + 1;
                        end
                    end
                    RX_PARITY: begin
                         if (rx_tick_cnt == 7) begin
                             bit expected;
                             if (parity_cfg == 2'd1) expected = ~(^rx_shift_reg); 
                             else expected = ^rx_shift_reg; 
                             if (rx_in_mux != expected) rx_err <= 1; 
                             rx_tick_cnt <= rx_tick_cnt + 1;
                         end else if (rx_tick_cnt == 15) begin
                             rx_tick_cnt <= 0;
                             rx_state <= RX_STOP;
                         end else begin
                             rx_tick_cnt <= rx_tick_cnt + 1;
                         end
                    end
                    RX_STOP: begin
                        if (rx_tick_cnt == 7) begin
                            if (rx_in_mux == 0) rx_err <= 1; 
                            rx_tick_cnt <= rx_tick_cnt + 1;
                        end else if (rx_tick_cnt == 15) begin
                            rx_tick_cnt <= 0;
                            rx_state <= RX_IDLE;
                            rx_data <= rx_shift_reg;
                            rx_dv <= 1;
                        end else begin
                            rx_tick_cnt <= rx_tick_cnt + 1;
                        end
                    end
                endcase
            end
        end
    end
endmodule
==> design/flow/run.sh <==
#!/bin/bash
# OpenROAD 26Q1-2900-gdf79404cd8, Yosys 0.63+post, stock flow scripts
make -C /OpenROAD-flow-scripts/flow DESIGN_CONFIG=/design/flow/config.mk WORK_HOME=/design/flow/orfs finish
==> design/flow/config.mk <==
export PLATFORM = sky130hd
export DESIGN_NAME = uart_rtl
export DESIGN_NICKNAME = uart_rtl
export VERILOG_FILES = /design/flow/design.v
export SDC_FILE = /design/flow/constraint.sdc
export NUM_CORES = 4
export LEC_CHECK = 1
export CORE_UTILIZATION = 30
==> design/flow/constraint.sdc <==
current_design uart_rtl

set clk_period 3.6
set clk_io_pct 0.2

create_clock -name clk0 -period $clk_period [get_ports {clk}]

set non_clock_inputs [all_inputs -no_clocks]
set_input_delay [expr $clk_period * $clk_io_pct] -clock clk0 $non_clock_inputs
set_output_delay [expr $clk_period * $clk_io_pct] -clock clk0 [all_outputs]
==> results.txt <==
The implementation run finished. The run finished with clean final reports. For this run, the register share of the synthesized area comes to about two fifths. Global routing used between 10% and 20% of the available tracks. The final layout reports a setup TNS of 0 ps.

Number of global-route vias before repair landed at around 3300. OpenROAD reports that the post-layout worst path occupies 91.1% of the period. Iteration-0 DRC count of the detailed router landed at approximately 200.

The root buffer cell chosen for the clock tree is clkbuf_16. Sorting the Yosys area breakdown by cell type puts at the top dfrtp_1. Share of the core filled with cells in the final layout landed at about 38%. STA classifies the critical path endpoint as a register. From left edge to right edge, the die measures 122 um. Number of buffers inserted by hold repair at cts landed at 0.

The routed design shows a wire length per standard cell of 13.1 um. On the critical path the largest part of the delay comes from buffers and inverters. Post-synth area from yosys stat landed at roughly 0.0044 mm2. Required arrival time at the worst endpoint landed at 3850 ps. Weighted congestion reported at the end of routability-driven placement landed at between 0.8 and 0.9.

Number of buffers and inverters on the critical path landed at 4. The register with the most flip-flops in the final layout is baud_cnt. Total vias in the final route landed at roughly 3500. Share of synthesized registers carrying an async set or reset landed at 98.6%. The floorplan step defined a die boundary enclosing about 0.015 mm2. Synthesized area per cell landed at about 9.9 um2. The clock net in this run drives a total of 71 sinks.

Looking at the critical path, the single cell with the biggest stage delay is clkdlybuf4s50_1. Number of input and output port buffers inserted landed at around 42. Clock skew after layout landed at roughly 7.9 ps. Note that the worst hold path type here is reg -> reg.

Per the synthesis report, the single largest cell type by area occupies a little under two fifths of cell area. TritonCTS built the clock tree. Arrival time at the worst endpoint landed at 3530 ps. Note, the detailed placer reported a final HPWL of roughly 6.7 mm. Count of different cell masters after synthesis landed at ~62. Top achievable clock speed landed at between 300 and 400 MHz. Clock tree synthesis inserted a total of 9 buffers. Transition time at the pin with the least slew margin landed at between 800 and 900 ps. In the routed design, unresolved DRC markers number 0.

Number of max-capacitance violations reported landed at 0. Worst supply voltage drop on vdd landed at 274 uV. The floorplan step set the die height to 122 um. Counting flops with a built-in enable in the synthesized netlist gives 1. The report lists the cells along the critical path as clkdlybuf4s50_1 -> inv_1 -> ha_1 -> nor4b_2 -> buf_4 -> nor4_4 -> xnor2_1 -> ha_1 -> a21o_1 -> a21oi_1 -> nor3b_1 -> o211ai_1 -> buf_4 -> a21oi_1. The critical path maximum fanout is 15. The flow measured a signed area growth from synthesis to layout of 24.0%. Among all stages on the critical path, the maximum delay recorded is approximately 500 ps. The registers of the reported paths see a clock transition of ~60 ps. Count of final max-slew check failures landed at 0. The logs give a warning total of 28. Total detailed-routing wirelength landed at just under 9 mm.

Count of buffers added by post-CTS timing repair for setup landed at 0. Power per cell area landed at roughly 510 mW/mm2. The most used flip-flop cell after synthesis is dfrtp_1. Number of iterations in the first detailed-routing pass landed at 4. Pin placement for this block handled around 43 I/O pins. Post-synthesis instance area landed at around 0.0044 mm2. Counting along the longest clock path gives a buffer depth of 2. The floorplan step defined a core boundary enclosing 0.0140 mm2.

Setup repair after global routing left no endpoint under its margin. Flip-flop count of the largest register, all copies and words added landed at 16. Sorting the synthesized cells by area gives the leading types as dfrtp_1, ha_1, xor2_1. The first global-routing pass estimated around 15 mm of wire. Standby leakage power landed at 0.00223 uW. Number of instances resized during post-cts repair landed at 0. Nets still carrying antenna violations after routing amount to 0. Fraction of final layout cells with drive strength greater than 1 landed at 13.8%. Synthesis-stage register bit count landed at 71. Diode insertion count for antenna repair landed at 0.

For the finished layout, the period the worst path requires is 3280 ps. Average vias per placed instance landed at ~5.1. At the later pin of the worst-skew pair, clock insertion delay measures 330 ps. Layout filler cell count landed at 1307. Total cells reported by yosys after synthesis landed at around 440. Starting utilization of the core area landed at a little under a third.

Number of warnings issued by yosys landed at 1. Number of setup violations in the final report landed at 0. Entering global routing, the biggest net connects 38 pins. The total overflow left after global routing is 0. H-tree level count landed at 3. Number of hold violations in the final report landed at 0.

Looking at the setup timing report, the critical path kind is in -> reg. STA classifies the critical path startpoint as an input pin. Total number of placement rows landed at ~43. Initial antenna violation count landed at 0.

Post-synthesis instance total landed at ~440. Checking max transition, the worst relative margin is between 40% and 50%.
[power breakdown]
part	total, uW	leakage, uW	switching (uW)	internal [uW]
clock	942	0.000152	335	607
combinational	661	0.00120	325	336
sequential	1120	0.000871	198	925
total	2730	0.00223	858	1870
[metrics by stage]
stage	instances	setup WS [ps]	power, uW	hold slack (ps)	instance area [um2]
floorplan	438	320	1560	345	4350
global placement	665	50.9	1780	350	5070
detailed placement	665	-17.0	1800	350	5070
CTS	681	309	2750	361	5400
global route	681	25.3	2900	364	5400
finish	681	321	2730	358	5400
[Yosys cell counts, types with 6 or more instances]
| cell | count |
|---|---|
| xnor2_1 | 19 |
| ha_1 | 25 |
| and3_1 | 9 |
| mux2_2 | 14 |
| nand3_1 | 18 |
| nor3_1 | 7 |
| a22o_1 | 9 |
| inv_1 | 15 |
| a2bb2oi_1 | 8 |
| o21ai_0 | 31 |
| clkbuf_1 | 6 |
| o22ai_1 | 9 |
| dfrtp_1 | 65 |
| xor2_1 | 20 |
| a21oi_1 | 30 |
| nand4_1 | 10 |
| nand2_1 | 25 |
| nor2_1 | 27 |
[metal layers]
layer	wire length (um)	vias up	global-route usage, %
met5	0	-	0
met4	106	0	1.91
met3	290	9	1.90
met2	4030	65	20.5
met1	4510	1638	18.9
li1	-	1751	-
[layout by cell type, fill, tap and decap left out, types with 7 or more instances in the layout]
cell,count
dfrtp_1,65
clkdlybuf4s50_1,41
o21ai_0,31
a21oi_1,30
nor2_1,27
nand2_1,25
ha_1,25
xor2_1,20
xnor2_1,19
nand3_1,18
buf_4,18
inv_1,15
mux2_2,14
nand4_1,10
o22ai_1,9
and3_1,9
a22o_1,9
clkbuf_16,9
a2bb2oi_1,8
nor3_1,7
[area by class of cell]
cell class | instances | area (um2) | share of cell area (%)
clock inverters | 7 | 97.6 | 1.81
flip-flops and latches | 71 | 1790 | 33.1
clock buffers | 9 | 225 | 4.17
multi-input cells | 338 | 2430 | 45.1
well taps | 180 | 225 | 4.17
repair buffers | 61 | 571 | 10.6
inverters | 15 | 56.3 | 1.04
[final timing paths]
kind	start	end	slack, ps	depth (start not counted)
worst min register to register	rx_sync_1	rx_sync_2	360	0
max in group asynchronous	rst_n	tx_state[0]	2140	2
worst max register to register	baud_cnt[0]	rx_shift_reg[0]	1020	7
worst max-delay path	baud_div[1]	baud_cnt[3]	320	14
worst min-delay path	rx_sync_1	rx_sync_2	360	0
min in group asynchronous	rst_n	tx_bit_cnt[2]	470	1
[kinds of logic (layout without fill, tap and decap cells)]
group                      Yosys count  count (layout)  share of synthesized area [%]
adders and majority gates           25              25                           7.19
AOI/OAI and AO/OA                  111             111                           16.3
xor gates and xnor gates            39              39                           7.85
and+or+nand+nor                    145             145                           20.0
buffers and inverters               29              92                           3.02
muxes                               18              18                           4.57
DFF                                 71              71                           41.1
Power is estimated from default activity; no workload was simulated.
